### /design/flow/run.sh
#!/bin/bash
# OpenROAD 26Q1-2900-gdf79404cd8, Yosys 0.63+post, stock flow scripts
make -C /OpenROAD-flow-scripts/flow DESIGN_CONFIG=/design/flow/config.mk WORK_HOME=/design/flow/orfs finish
### /design/flow/config.mk
export PLATFORM = sky130hd
export DESIGN_NAME = engine
export DESIGN_NICKNAME = engine
export VERILOG_FILES = /design/flow/design.v
export SDC_FILE = /design/flow/constraint.sdc
export NUM_CORES = 4
export LEC_CHECK = 1
export CORE_UTILIZATION = 30
### /design/flow/constraint.sdc
current_design engine

set clk_period 17.0
set clk_io_pct 0.2

create_clock -name clk0 -period $clk_period [get_ports {clock}]

set non_clock_inputs [all_inputs -no_clocks]
set_input_delay [expr $clk_period * $clk_io_pct] -clock clk0 $non_clock_inputs
set_output_delay [expr $clk_period * $clk_io_pct] -clock clk0 [all_outputs]
### /design/flow/design.v
module engine # (
            parameter            WIDTHA = 12,
            parameter            WIDTHD = 32,
            parameter            ISA = 5,
            parameter            RESET_ADDR = 'h24,
            parameter            IRQ_ADDR = 'h20,
            parameter            STACK_ADDR = 'h1e0,
            parameter            MULT_SIZE = 32,
            parameter            BARREL_SHIFT = 0
)
(
   input    logic                clock,
   input    logic                clock_sreset,
   output   logic [WIDTHA-1:0]   address,
   output   logic [WIDTHD-1:0]   writedata,
   input    logic [WIDTHD-1:0]   readdata,
   output   logic                read,
   output   logic                write,
   input    logic                waitrequest,
   input    logic [WIDTHD-1:0]   irq
);
            localparam           OP = (WIDTHD / ISA);
            localparam           WIDTHI = (OP * ISA);
            localparam           WIDTHS = $clog2(OP);
            localparam           WIDTHP = (WIDTHA + WIDTHS);
            localparam           WIDTHB = $clog2(WIDTHD);
            localparam           WIDTHM = (MULT_SIZE * 2);
            localparam           ZERO = 128'h0;
            localparam           ONE = 128'h1;
            localparam           DONTCARE = 128'bx;
   enum     logic [1:0]          {FETCH, EXECUTE, WRITE} state;
   typedef  logic [ISA-1:0]      itype;
            itype [OP-1:0]       ir;
            itype                instr;
            logic [WIDTHD-1:0]   ra, rb, rc, rx, ry, rk, ri, rt;
            logic [WIDTHD-1:0]   ra_offset, rx_offset, ry_offset;
            logic [WIDTHD-1:0]   prev_ra, next_rc, prev_rc, reg_mux[12:0];
            logic [WIDTHA-1:0]   pc, next_pc;
            logic [WIDTHS-1:0]   slot, next_slot;
            logic [WIDTHD-1:0]   alu[9:0], alu_result, div_rem, div_quot;
            logic [WIDTHD+1:0]   adder;
            logic [WIDTHD*2-1:0] mult_result;
            logic [63:0]         opcode;
            logic [2:0]          opbits;
            logic [3:0]          alu_select, ra_sel, rb_sel, rc_sel;
            logic                pf, ef, ff, irqf, irq_event;
            logic                alu_cout, alu_imm, alu_mem;
            logic                ra_zero, last_slot, mem_op, imm_op, alu_op;
            logic                read_complete, write_complete, mem_complete;
            logic                NOP, JSR, JPZ, JMP, DUP, SWP, POP, PSH;
            logic                EXT, ZEQ, IRQ;
            logic                PUY, STY, LDY, AKX, POX, PUX, STX, LDX;
            logic                MBD, MFD, AKA, STA, LDA, AKY, POY;
            logic                DIV, MLT, XOR, IOR, AND, AGB, SUB, ADD;
            logic                F2I, I2F, FPD, FPM, FPA, SHL, SHR;
            logic                PFX, NUL;
            logic                div_go, div_busy, div_valid;
   engine_divide                 # (
                                    .WIDTH(WIDTHD)
                                 )
                                 divide (
                                    .clock(clock),
                                    .numerator(ra),
                                    .denominator(rb),
                                    .go(div_go),
                                    .busy(div_busy),
                                    .result_valid(div_valid),
                                    .quotient(div_quot),
                                    .remainder(div_rem)
                                 );
            logic                mult_go, mult_busy, mult_valid;
   engine_multiply               # (
                                    .WIDTH(WIDTHD)
                                 )
                                 multiply (
                                    .clock(clock),
                                    .dataa(ra),
                                    .datab(rb),
                                    .go(mult_go),
                                    .busy(mult_busy),
                                    .result_valid(mult_valid),
                                    .result(mult_result)
                                 );
   always_comb begin
      ra_offset = ra + rk;
      rx_offset = rx + rk;
      ry_offset = ry + rk;
      writedata = STA ? rb : (MFD | MBD) ? rt : ra;
      read_complete = read & ~waitrequest;
      write_complete = write & ~waitrequest;
      mem_complete = (read_complete | write_complete);
      irq_event = |irq & ~pf & ~ef & ~ff & ~irqf;
      instr = ir[slot];
      opbits = (ISA == 6) ? instr[5:3] : ef ? {1'b1, instr[4:3]} : {2'b01, instr[3]};
      opcode = 64'h1 << {opbits, instr[2:0]};
      {PFX, PFX, PFX, PFX, PFX, PFX, PFX, PFX} = opcode[7:0];
      {PFX, PFX, PFX, PFX, PFX, PFX, PFX, PFX} = opcode[15:8];
      {NOP, JSR, JPZ, JMP, DUP, SWP, POP, PSH} = opcode[23:16];
      {EXT, NUL, NUL, NUL, NUL, NUL, ZEQ, IRQ} = opcode[31:24];
      {PUY, STY, LDY, AKX, POX, PUX, STX, LDX} = opcode[39:32];
      {NUL, MBD, MFD, AKA, STA, LDA, AKY, POY} = opcode[47:40];
      {DIV, MLT, XOR, IOR, AND, AGB, SUB, ADD} = opcode[55:48];
      {NUL, F2I, I2F, FPD, FPM, FPA, SHL, SHR} = opcode[63:56];
      alu_op = ADD | SUB | AGB | AND | IOR | XOR | ZEQ;
      mem_op = (LDA | STA | LDX | STX | LDY | STY | MFD | MBD);
      imm_op = ~mem_op | (DIV & div_valid) | (MLT & mult_valid);
      ra_zero = ~|ra;
      adder = {1'b0, rb, 1'b1} + {1'b0, ra ^ {WIDTHD{SUB | AGB}}, (SUB | AGB)};
      alu[0] = adder[WIDTHD:1];
      alu[1] = {WIDTHD{adder[WIDTHD+1]}};
      alu[2] = rb & ra;
      alu[3] = rb | ra;
      alu[4] = rb ^ ra;
      alu[5] = {WIDTHD{ra_zero}};
      alu[6] = ra << ((BARREL_SHIFT != 0) ? rb[WIDTHB-1:0] : 1'b1);
      alu[7] = ra >> ((BARREL_SHIFT != 0) ? rb[WIDTHB-1:0] : 1'b1);
      alu[8] = mult_result[WIDTHD*2-1:WIDTHD];
      alu[9] = div_rem;
      alu_select = AGB ? 4'h1 : AND ? 4'h2 : IOR ? 4'h3 : XOR ? 4'h4 : ZEQ ? 4'h5 :
         SHL ? 4'h6 : SHR ? 4'h7 : MLT ? 4'h8 : DIV ? 4'h9 : 4'h0;
      alu_result = alu[alu_select];
      last_slot = (slot >= (OP - 1));
      next_pc = pc + last_slot;
      next_slot = last_slot ? ZERO[WIDTHS-1:0] : (slot + ONE[WIDTHS-1:0]);
      next_rc = rc + ONE[WIDTHD-1:0];
      prev_rc = rc - ONE[WIDTHD-1:0];
      prev_ra = ra - ONE[WIDTHD-1:0];
   end
   always_comb begin
      reg_mux[0] = ra;
      reg_mux[1] = rb;
      reg_mux[2] = rc;
      reg_mux[3] = rk;
      reg_mux[4] = {next_pc, next_slot};
      reg_mux[5] = rx;
      reg_mux[6] = ry;
      reg_mux[7] = ri;
      reg_mux[8] = alu_result;
      reg_mux[9] = readdata;
      reg_mux[10] = ra_offset;
      reg_mux[11] = mult_result[WIDTHD-1:0];
      reg_mux[12] = div_quot;
      ra_sel = AKA ? 4'ha : PSH ? 4'h3 : POP|STY|SWP|STX ? 4'h1 : JSR ? 4'h4 : IRQ ? 4'h7 :
         alu_op ? 4'h8 : LDX|LDY|LDA ? 4'h9 : PUX ? 4'h5 : PUY ? 4'h6 : STA ? 4'h2 : 4'h0;
      rb_sel = POP|STY|STX|POX|POY ? 4'h2 : PSH|SWP|DUP|IRQ|LDX|LDY|PUX|PUY ? 4'h0 :
         MLT ? 4'hb : DIV ? 4'hc : 4'h1;
      rc_sel = PSH|DUP|IRQ|LDX|LDY|PUX|PUY ? 4'h1 : 4'h2;
      {div_go, mult_go} = 2'b00;
      if (state == EXECUTE)
         {div_go, mult_go} = {DIV, MLT};
   end
   always_ff @ (posedge clock) begin
      if (clock_sreset) begin
         address <= DONTCARE[WIDTHA-1:0];
         read <= 1'b0;
         write <= 1'b0;
      end
      else
         case (state)
            FETCH : begin
               address <= pc;
               write <= 1'b0;
               if (~irq_event) begin
                  read <= ~read_complete;
               end
            end
            EXECUTE : begin
               address <= (LDX | STX) ? rx_offset[WIDTHA-1:0] :
                  (LDY | STY) ? ry_offset[WIDTHA-1:0] :
                  (LDA | STA) ? ra_offset[WIDTHA-1:0] : rb[WIDTHA-1:0];
               read <= read_complete ? 1'b0 : (LDX | LDY | LDA | MFD | MBD);
               write <= write_complete ? 1'b0 : (STX | STY | STA);
            end
            WRITE : begin
               address <= rc[WIDTHA-1:0];
               write <= ~write_complete;
            end
         endcase
   end
   always_ff @ (posedge clock) begin
      if (clock_sreset) begin
         pc <= RESET_ADDR[WIDTHA-1:0];
         ra <= DONTCARE[WIDTHD-1:0];
         rb <= DONTCARE[WIDTHD-1:0];
         rc <= DONTCARE[WIDTHD-1:0];
         rx <= DONTCARE[WIDTHD-1:0];
         ry <= DONTCARE[WIDTHD-1:0];
         rk <= DONTCARE[WIDTHD-1:0];
         ri <= DONTCARE[WIDTHD-1:0];
         rt <= DONTCARE[WIDTHD-1:0];
         ir <= DONTCARE[OP*ISA-1:0];
         pf <= 1'b0;
         ef <= 1'b0;
         ff <= 1'b0;
         irqf <= 1'b0;
         slot <= ZERO[WIDTHS-1:0];
         state <= FETCH;
      end
      else begin
         case (state)
            FETCH : begin
               ir <= readdata[WIDTHI-1:0];
               if (irq_event) begin
                  irqf <= 1'b1;
                  ri <= {pc, slot};
                  {pc, slot} <= {IRQ_ADDR[WIDTHA-1:0], ZERO[WIDTHS-1:0]};
               end
               else begin
                  ff <= 1'b1;
                  if (read_complete) begin
                     state <= EXECUTE;
                  end
               end
            end
            EXECUTE : begin
               ff <= 1'b0;
               pf <= PFX;
               ef <= EXT;
               rk <= PFX ? (pf ? {rk[WIDTHD-5:0], instr[3:0]} :
                  {{WIDTHD-6{instr[3]}}, instr[3:0]}) : ZERO[WIDTHD-1:0];
               if (NUL | NOP) ;
               if (IRQ) irqf <= 1'b0;
               if (POX) rx <= ra;
               if (AKX) rx <= rx_offset;
               if (AKY) ry <= ry_offset;
               if (MFD | MBD) rt <= readdata;
               if (imm_op | mem_complete) begin
                  ra <= reg_mux[ra_sel];
                  rb <= reg_mux[rb_sel];
                  rc <= reg_mux[rc_sel];
                  if (JSR | JMP | (JPZ & ~ra_zero))
                     state <= FETCH;
                  else begin
                     if (MFD | MBD) begin
                        state <= WRITE;
                     end
                     else begin
                        {pc, slot} <= {next_pc, next_slot};
                        if (last_slot)
                           state <= FETCH;
                     end
                  end
               end
            end
            WRITE : begin
               if (write_complete) begin
                  ra <= prev_ra;
                  rc <= MBD ? prev_rc : next_rc;
                  {pc, slot} <= {next_pc, next_slot};
                  if (last_slot)
                     state <= FETCH;
                  else
                     state <= EXECUTE;
               end
            end
         endcase
      end
   end
endmodule
module engine_divide # (
            parameter            WIDTH = 32
)
(
   input    logic                clock,
   input    logic                clock_sreset,
   input    logic [WIDTH-1:0]    numerator,
   input    logic [WIDTH-1:0]    denominator,
   input    logic                go,
   output   logic                busy,
   output   logic                result_valid,
   output   logic [WIDTH-1:0]    quotient,
   output   logic [WIDTH-1:0]    remainder
);
            localparam           WIDTHD = (WIDTH * 2);
            localparam           WIDTHC = $clog2(WIDTH + 1);
   enum     logic [2:0]          {S1, S2, S3} fsm;
            logic [WIDTH-1:0]    denominator_reg, numerator_reg;
            logic [WIDTHC-1:0]   count;
            wire  [WIDTH-1:0]    remainder_calc = {remainder[WIDTH-2:0], numerator_reg[WIDTH-1]} - denominator_reg;
   always_ff @ (posedge clock) begin
      if (clock_sreset) begin
         numerator_reg <= {WIDTH{1'bx}};
         denominator_reg <= {WIDTH{1'bx}};
         quotient <= {WIDTH{1'bx}};
         remainder <= {WIDTH{1'bx}};
         busy <= 1'bx;
         count <= {WIDTHC{1'bx}};
         result_valid <= 1'b0;
         fsm <= S1;
      end
      else begin
         case (fsm)
            S1 : begin
               numerator_reg <= numerator;
               denominator_reg <= denominator;
               remainder <= {WIDTH{1'b0}};
               count <= WIDTH[WIDTHC-1:0] - {{WIDTHC-1{1'b0}}, 1'b1};
               busy <= go;
               result_valid <= 1'b0;
               if (go)
                  fsm <= S2;
            end
            S2 : begin
               result_valid <= ~|count;
               if (~|count) begin
                  busy <= 1'b0;
                  fsm <= S1;
               end
               count <= count - {{WIDTHC-1{1'b0}}, 1'b1};
               numerator_reg <= {numerator_reg[WIDTH-2:0], 1'b0};
               quotient <= {quotient[WIDTH-2:0], ~remainder_calc[WIDTH-1]};
               if (~remainder_calc[WIDTH-1])
                  remainder <= remainder_calc;
               else
                  remainder <= {remainder[WIDTH-2:0], numerator_reg[WIDTH-1]};
            end            
         endcase
      end
   end
endmodule
module engine_multiply
# (
            parameter            WIDTH = 32
)
(
   input    logic                clock,
   input    logic                clock_sreset,
   input    logic [WIDTH-1:0]    dataa,
   input    logic [WIDTH-1:0]    datab,
   input    logic                go,
   output   logic                busy,
   output   logic                result_valid,
   output   logic [WIDTH*2-1:0]  result
);
            localparam           WIDTHD = (WIDTH * 2);
            localparam           WIDTHC = $clog2(WIDTH);
   enum     logic [1:0]          {S1, S2} fsm;
            logic [WIDTH-1:0]    dataa_reg;
            logic [WIDTHD-1:0]   datab_reg;
            logic [WIDTHC-1:0]   count;
   always_ff @ (posedge clock) begin
      if (clock_sreset) begin
         fsm <= S1;
      end
      else begin
         case (fsm)
            S1 : begin
               result_valid <= 1'b0;
               dataa_reg <= dataa;
               datab_reg <= datab;
               result <= {WIDTHD{1'b0}};
               count <= WIDTH[WIDTHC-1:0] - {{WIDTHC-1{1'b0}}, 1'b1};
               busy <= go;
               if (go)
                  fsm <= S2;
            end
            S2 : begin
               if ((~|count) | (~|dataa_reg)) begin
                  busy <= 1'b0;
                  result_valid <= 1'b1;
                  fsm <= S1;
               end
               count <= count - {{WIDTHC-1{1'b0}}, 1'b1};
               if (dataa_reg[0])
                  result <= result + datab_reg;
               dataa_reg <= dataa_reg >> 1;
               datab_reg <= datab_reg << 1;
            end
         endcase
      end
   end
endmodule
==> run summary <==
Implementation results are summarized by area below.

Synth
In the synthesized netlist, mux cells make up 3.32% of the area. The synthesized-area fraction occupied by adder cells is 10.6%. After synthesis, the most frequently instantiated cells are 412 x nand2_1, 281 x edfxtp_1, 259 x o21ai_0.

Of the total synthesized cell area, the portion taken by AND-OR and OR-AND cells is 23.0%. Yosys reported a register bit count of 440. edfxtp_1 takes more of the synthesized area than any other cell. The post-synth area from yosys stat is 31200 um2. After synthesis, the largest family of logic cells by area is AND-OR/OR-AND gates. Post-synth the commonest register cell is edfxtp_1. The xor-xnor portion of the synthesized cell area is 6.42%. The post-synthesis async set-or-reset flop share is 0%. The number of cells in Yosys stat is 3464. The average cell area after synthesis is 9.01 um2. Per the synthesis report, the simple-gate share of the synthesized area is 15.0%. In the post-synthesis netlist, the biggest area contributors are edfxtp_1 27%, ha_1 10%, dfxtp_1 10%. The share of the Yosys chip area taken by registers is 37.2%. The synthesized cell area is 31200 um2. In the Yosys stats the netlist draws on 94 distinct library cells.

The share of the synthesized area in the top cell type is 27.0%. The Yosys warning count is 7. Yosys mapped a number of flops with a built-in enable equal to 281.

The most numerous cell in the Yosys netlist is nand2_1. The synthesized instance count is 3464.

Placed design
The placer congestion estimate is 0.994. After detailed placement, the total cell area comes to 34200 um2. The post-place setup slack is 9.49 ns. The HPWL reported at the end of detailed placement is 86300 um. The quantity of I/O buffers inserted on ports is 112.

Pwr
The leakage power in the latest report is 14.1 nW. For this design the ratio of total power to cell area is 137 nW/um2. The total power consumption of the routed design is 4.89 mW. The highest supply drop recorded on VDD is 0.0814 mV.

Drt
Nets still carrying antenna violations after routing amount to 0. The average routed wire per standard cell is 23.2 um. The total wire length after detailed routing is 115000 um. The length of the first detailed-routing pass in iterations is 8.

For this block, the via count after detailed routing is 27900. Per the detail_route report, DRC violations left total 0. Per the log, the first TritonRoute iteration ended with a DRC count of 2658.

The routed design shows a via density per instance of 5.63.

Floorplanning
The full die area is 105000 um2. The placeable core region is 102000 um2. According to the floorplan report, the die width is 325 um. The I/O pin count is 113. The number of rows created at floorplan is 117.

Measured along the y axis, the die boundary spans 325 um. The effective utilization at floorplan is 30.5%.

Global routing
The initial antenna violation count came to 1. The pin count of the biggest net entering global routing is 62. After global routing the overflow that remains totals 0. Global routing used 22.2% of the available tracks. The number of global-route vias before repair came to 26700. The global-route wire length before repair is 171000 um.

Critical path
The largest fanout of any net on the critical path is 39. The category of the worst setup path capture point is a primary output. The critical path arrival is 4.86 ns. STA classifies the critical path startpoint as a flop.

Per STA, the highest per-stage delay on the worst path measures 0.84 ns. For this design, the slowest cell found on the critical path is dfxtp_1. For reference, the critical path cell chain is mux2i_1, o22ai_1, or2_1, nand2_1, nor3_2, buf_4, buf_4, nand2_1, o21ai_0, clkdlybuf4s50_1. The data required time of the worst path is 13.60 ns. The kind of critical path is flop to primary output.

Job
Across all stage logs, warnings added up to 59. In this run the maximum-capacitance check reported violations numbering 0.

Final timing
Between clock sinks in the finished design, the worst skew comes to 0.0307 ns. The setup slack of the critical path after layout is 8.74 ns. The final period utilization is 48.6%. For the pin with the worst max-slew slack, the measured transition is 0.894 ns. The final number of setup-violating endpoints is 0.

Summed over all failing endpoints, the final setup total negative slack is 0 ns. Max-slew check failures listed in the final report amount to 0. The flow reports an fmax of 0.121 GHz. The post-route minimum period is 8.26 ns. The final hold violation count is 0. Setup repair after global routing left no endpoint under its margin. On the final layout, the worst hold slack is 0.348 ns.

The relative slew slack is 39.6%.

Clock tree
The clock insertion delay at the later pin of the skew report is 0.65 ns. The total number of H-tree levels is 2. In this run the clock root is driven by a clkbuf_16. The number of clock sinks is 440. The clock transition at the registers of the reported paths is 0.07 ns.

The number of gates resized after CTS is 0. The number of buffers on the longest clock path is 3. The CTS report gives the tree buffer count as 50. For this design, the CTS-stage hold fixing added 0 buffers. The TritonCTS clock tree is yes. Once the clock tree was built, the setup fixing pass inserted 0 buffers.

Hold path
The tightest min-delay check is of the flop to flop type.

Layout
Per the layout report, the design carries 10400 filler cells. The layout cell share with drive strength beyond 1 is 7.20%. From synthesis to final layout, the design area changed by 14.8%. The post-route cell area is 35800 um2.

Run status
The flow ran to the end, and the final reports show no timing, DRC or antenna violations.
==> final timing paths <==
check	start	endpoint	slack, ns	cells past startpoint
setup / recovery	slot[1]	writedata[13]	8.74	10
hold / removal	divide.quotient[29]	divide.quotient[30]	0.35	0
setup reg to reg	slot[1]	ra[26]	10.15	20
hold reg to reg	divide.quotient[29]	divide.quotient[30]	0.35	0
==> layout by cell type (no fill, tap or decap), types with 58 or more instances in the layout <==
cell,count
a222oi_1,58
o21ai_0,259
a22oi_1,69
inv_1,155
xnor2_1,173
nand3_1,92
nor3_1,77
ha_1,257
a21oi_1,214
a21o_1,94
dfxtp_1,157
buf_4,89
edfxtp_1,281
clkdlybuf4s50_1,112
mux2i_1,81
nand2_1,410
nor2_1,206
==> cells by family after synthesis <==
group                    count (synthesis)
multiplexers                           100
flip-flops                             440
AND-OR/OR-AND                         1065
adder cells (fa/ha/maj)                262
XOR/XNOR                               229
AND/OR/NAND/NOR                       1016
other                                    1
buffers and inverters                  351
==> per-layer routing <==
layer | share of wire, % | GRT usage [%]
met5 | 0.010 | 0
met3 | 11 | 7.97
met2 | 42 | 32.2
met4 | 4.2 | 7.21
met1 | 42 | 31.3
==> cell type report <==
type,count,area [um2],share of cell area [%]
clock buffers,60,1330,3.70
diodes,1,2.50,0.00698
multi-input cells,2704,18500,51.5
repair buffers,201,1790,4.99
flip-flops and latches,440,11600,32.5
clock inverters,33,324,0.904
inverters,158,593,1.66
well taps,1368,1710,4.78
==> stage by stage <==
step | cells | util, %
6_report | 4965 | 35.0
5_1_grt | 4964 | 35.0
4_1_cts | 4964 | 35.0
3_5_place_dp | 4871 | 33.4
3_3_place_gp | 4871 | 33.4
2_1_floorplan | 3495 | -
==> critical path, delay by kind of cell (launching register included) <==
family	cells	cell delay, ns
DFF	1	0.84
and+or+nand+nor	4	1.22
AOI/OAI and AO/OA	2	0.53
buffers and inverters	3	1.38
muxes	1	0.21
==> where the power goes <==
group | internal, mW | leakage (nW) | switching, mW | total, mW
registers | 1.44 | 4.13 | 0.260 | 1.70
clock network | 0.623 | 0.800 | 0.494 | 1.12
logic | 0.839 | 9.13 | 1.24 | 2.07
No activity file was given, so power comes from the tool's default toggle rates.
