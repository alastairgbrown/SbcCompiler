===== ./run.sh =====
#!/bin/bash
# OpenROAD 26Q1-2900-gdf79404cd8, Yosys 0.63+post, stock flow scripts
make -C /OpenROAD-flow-scripts/flow DESIGN_CONFIG=/design/flow/config.mk WORK_HOME=/design/flow/orfs finish

===== ./config.mk =====
export PLATFORM = sky130hd
export DESIGN_NAME = micro3
export DESIGN_NICKNAME = micro3
export VERILOG_FILES = /design/flow/design.v
export SDC_FILE = /design/flow/constraint.sdc
export NUM_CORES = 4
export LEC_CHECK = 1
export CORE_UTILIZATION = 30

===== ./constraint.sdc =====
current_design micro3

set clk_period 16.4
set clk_io_pct 0.2

create_clock -name clk0 -period $clk_period [get_ports {clock}]

set non_clock_inputs [all_inputs -no_clocks]
set_input_delay [expr $clk_period * $clk_io_pct] -clock clk0 $non_clock_inputs
set_output_delay [expr $clk_period * $clk_io_pct] -clock clk0 [all_outputs]

===== ./design.v =====
module micro3 # (
            parameter            WIDTHIA = 9,
            parameter            WIDTHID = 18,
            parameter            WIDTHDA = 10,
            parameter            WIDTHDD = 32,
            parameter            ISA = 6,
            parameter            OP_MASK = 32'hffffffff,
            parameter            RESET_ADDR = 'h24,
            parameter            IRQ_ADDR = 'h20,
            parameter            STACK_ADDR = 'h1e0,
            parameter            MULT_SIZE = 18,
            parameter            ROTATE_BITS = $clog2(WIDTHDD)
)
(
   input    logic                clock,
   input    logic                clock_sreset,
   output   logic [WIDTHIA-1:0]  iaddress,
   input    logic [WIDTHID-1:0]  ireaddata,
   output   logic                iread,
   input    logic                iwaitrequest,
   output   logic [WIDTHDA-1:0]  daddress,
   output   logic [WIDTHDD-1:0]  dwritedata,
   input    logic [WIDTHDD-1:0]  dreaddata,
   output   logic                dread,
   output   logic                dwrite,
   input    logic                dwaitrequest,
   input    logic [WIDTHDD-1:0]  irq
);
            localparam           WIDTHR = ROTATE_BITS;
            localparam           OP = (WIDTHID / ISA);
            localparam           WIDTHI = (OP * ISA);
            localparam           WIDTHS = $clog2(OP);
            localparam           WIDTHP = (WIDTHIA + WIDTHS);
            localparam           WIDTHM = MULT_SIZE * 2;
            localparam           WIDTHL = ((WIDTHDD + WIDTHDA) > (WIDTHID + WIDTHIA)) ? (WIDTHDD + WIDTHDA) : (WIDTHID + WIDTHIA);
            localparam           ZERO = {WIDTHL{1'b0}};
            localparam           ONE = {ZERO, 1'b1};
            localparam           DONTCARE = {WIDTHL{1'bx}};
   enum     logic [2:0]          {FETCH, EXECUTE, STACK1} state;
   typedef  logic [ISA-1:0]      itype;
            itype [OP-1:0]       ir;
            itype                instr;
            logic [WIDTHDD-1:0]  rt, rn, alu_result; 
            logic [WIDTHIA-1:0]  pc, next_pc;
            logic [WIDTHDA-1:0]  sp, next_sp, prev_sp;
            logic [WIDTHS-1:0]   slot, next_slot;
            logic [WIDTHDD+1:0]  alu_adder;
            logic [WIDTHDD*2-1:0] alu_mult;
            logic [WIDTHDD:0]    alu[9:0];
            logic [31:0]         opcode;
            logic [1:0]          opbits;
            logic [3:0]          alu_select;
            logic [1:0]          sf;
            logic                cf, ef, pf, ff, irqf, popflag;
            logic                alu_cout, alu_imm, alu_mem, irq_event;
            logic                rt_zero, last_slot, imm_op, alu_done, sp_inc, sp_dec;
            logic                dread_complete, dwrite_complete, dmem_complete, iread_complete;
            logic                EXT, JSR, JNZ, SWP, POP, PSH, STW, LDW;
            logic                NOP, SUB, ADC, ADD, ZEQ, GEQ, ASR, OVR;
            logic                ROR, ROL, MLT, XOR, IOR, AND;
            logic                PFX, NUL;
   always_comb begin
      iaddress = pc;
      dwritedata = rn;
      dread_complete = dread & ~dwaitrequest;
      dwrite_complete = dwrite & ~dwaitrequest;
      iread_complete = iread & ~iwaitrequest;
      dmem_complete = (dread_complete | dwrite_complete);
      irq_event = |irq & ~irqf & ~ff & ~pf & ~|sf & ((ISA == 5) ? ~ef : 1'b1);
      instr = ir[slot];
      opbits = (ISA == 6) ? instr[4:3] : {ef, instr[3]};
      PFX = (ISA == 6) ? ~instr[ISA-1] : (~instr[ISA-1] & ~ef);
      opcode = ({31'h0, instr[ISA-1]} << {opbits, instr[2:0]}) & OP_MASK[31:0];
      {EXT, JSR, JNZ, SWP, POP, PSH, STW, LDW} = opcode[7:0];
      {NOP, SUB, ADC, ADD, ZEQ, GEQ, ASR, OVR} = opcode[15:8];
      {NUL, NUL, ROR, ROL, MLT, XOR, IOR, AND} = opcode[23:16];
      {NUL, NUL, NUL, NUL, NUL, NUL, NUL, NUL} = opcode[31:24];
      alu_imm = ASR | ZEQ | MLT | GEQ;
      alu_mem = XOR | IOR | AND | SUB | ADC | ADD;
      imm_op = NUL | NOP | (PFX  ) | JSR | SWP | ROR | ROL | alu_imm | (EXT & (ISA == 5));
      rt_zero = ~|rt;
      alu_adder = {1'b0, rn, 1'b1} + {1'b0, (rt ^ {WIDTHDD{SUB}}), ((cf & ADC) | SUB)};
      alu_mult = rn[MULT_SIZE-1:0] * rt[MULT_SIZE-1:0];
      alu[0] = {alu_adder[WIDTHDD+1]^SUB, alu_adder[WIDTHDD:1]};  
      alu[1] = {cf, {WIDTHDD{~rt[WIDTHDD-1]}}};    
      alu[2] = {cf, rn & rt};
      alu[3] = {cf, rn | rt};
      alu[4] = {cf, rn ^ rt};
      alu[5] = {cf, {WIDTHDD{rt_zero}}};
      alu[6] = {rt[0], rt[WIDTHDD-1], rt[WIDTHDD-1:1]};
      alu[7] = alu_mult[WIDTHDD*2-1:WIDTHDD];
      alu[8] = rt <<< rn[WIDTHR-1:0];
      alu[9] = rt >>> rn[WIDTHR-1:0];
      alu_select = GEQ ? 4'h1 : AND ? 4'h2 : IOR ? 4'h3 : XOR ? 4'h4 :
         ZEQ ? 4'h5 : ASR ? 4'h6 : MLT ? 4'h7 : ROL ? 4'h8 : ROR ? 4'h9 : 4'h0;
      {alu_cout, alu_result} = alu[alu_select];
      last_slot = (slot >= (OP - 1));
      next_pc = pc + last_slot;
      next_slot = last_slot ? ZERO[WIDTHS-1:0] : (slot + ONE[WIDTHS-1:0]);
      next_sp = sp + ONE[WIDTHDA-1:0];
      prev_sp = sp - ONE[WIDTHDA-1:0];
   end
   always_ff @ (posedge clock) begin
      if (clock_sreset) begin
         iread <= 1'b0;
         daddress <= DONTCARE[WIDTHDA-1:0];
         dwrite <= 1'b0;
         dread <= 1'b0;
         pc <= RESET_ADDR[WIDTHIA-1:0];
         sp <= STACK_ADDR[WIDTHDA-1:0];
         rt <= DONTCARE[WIDTHDD-1:0];
         rn <= DONTCARE[WIDTHDD-1:0];
         ir <= DONTCARE[OP*ISA-1:0];
         cf <= DONTCARE[0];
         ef <= 1'b0;
         pf <= 1'b0;
         ff <= 1'b0;
         popflag <= 1'b0;
         sf <= 2'b00;
         irqf <= 1'b0;
         slot <= ZERO[WIDTHS-1:0];
         state <= FETCH;
      end
      else begin
         case (state)
            FETCH : begin
               daddress <= next_sp;
               ir <= ireaddata[WIDTHI-1:0];
               if (irq_event) begin
                  dwrite <= ~dwrite_complete;
                  if (dwrite_complete) begin
                     {pc, slot} <= {IRQ_ADDR[WIDTHIA-1:0], ZERO[WIDTHS-1:0]};
                     rt <= {pc, slot};
                     rn <= rt;
                     irqf <= 1'b1;
                  end
               end
               else begin
                  iread <= ~iread_complete;
                  ff <= 1'b1;
                  if (iread_complete) begin
                     state <= EXECUTE;
                  end
               end
            end
            EXECUTE : begin
               popflag <= 1'b0;
               ff <= 1'b0;
               daddress <= (LDW | STW) ? rt[WIDTHDA-1:0] : (JNZ | POP | alu_mem) ? sp : next_sp;
               dread <= (LDW | JNZ | POP | alu_mem) & ~dread_complete;
               dwrite <= (STW | PSH | OVR) & ~dwrite_complete;
               pf <= PFX;
               if (PFX) rt <= pf ? {rt[WIDTHDD-ISA:0], instr[ISA-2:0]} : {{WIDTHDD-ISA+1{instr[ISA-2]}}, instr[ISA-2:0]};
               if (MLT) rn <= alu_mult[WIDTHDD-1:0];
               if (imm_op | dmem_complete) begin
                  sf <= SWP ? {sf[0], 1'b1} : 2'b00;
                  if (ISA == 5) ef <= EXT;
                  if (PSH | OVR | SWP | (PFX & ~pf)) rn <= rt;
                  if (OVR | POP | SWP | JNZ) rt <= rn;
                  if (PSH | OVR) sp <= next_sp;
                  if (POP | JNZ | alu_mem) {rn, sp} <= {dreaddata, prev_sp};
                  if (JSR) rt <= {next_pc, next_slot};
                  if (alu_imm | alu_mem) {rt, cf} <= {alu_result, alu_cout};
                  if (LDW) rt <= dreaddata;
                  if (STW) begin
                     daddress <= sp;
                     dread <= 1'b1;
                     state <= STACK1;
                  end
                  else begin
                     if ((JNZ & ~rt_zero) | JSR)
                        {pc, slot, irqf} <= {rt[WIDTHP-1:0], sf[1] ? 1'b0 : irqf};
                     else
                        {pc, slot} <= {next_pc, next_slot};
                     if ((JNZ & ~rt_zero) | JSR)
                        state <= FETCH;
                     else
                        if (last_slot)
                           state <= FETCH;
                  end
               end
            end
            STACK1 : begin
               if (dread_complete) begin
                  daddress <= prev_sp;
                  sp <= prev_sp;
                  rt <= rn;
                  rn <= dreaddata;
                  if (popflag) begin
                     dread <= 1'b0;
                     {pc, slot} <= {next_pc, next_slot};
                     if (last_slot)
                        state <= FETCH;
                     else
                        state <= EXECUTE;
                  end
                  else
                     popflag <= 1'b1;
               end
            end
         endcase
      end
   end
endmodule

==> deck_impl_summary.md <==
Physical Implementation Snapshot

Critical path
  • CP max FO: 17
  • CP max stage delay: 0.66 ns
  • Critical Path RT: 16.59 ns
  • CP top delay family: adder cells
  • WP buf/inv: 5
  • CP Data Arrival Time: 8.08 ns
  • Most Frequent Cell on Critical Path: fa_1
  • CP cell instances: clkinv_1, nor2_1, fa_1, inv_1, fa_1, fa_1, inv_1, fa_1, fa_1, inv_1, fa_1, inv_1, ha_1, and2_1, a2111oi_0, nand3_1, nor3b_1, o31ai_1, a311oi_1, xnor2_1, a211oi_1, o21ai_0
  • Worst setup SP type: register
  • CP Capture Type: register
  • WS Path Type: register to register
  • CP max-delay cell: clkinv_1

Synthesis
  • Cell Type Count: 96
  • YS warnings: 2
  • Cells in synth_stat.txt: 3437
  • Aoi share: 22.82%
  • Mean post-synth cell area: 7.958 µm²
  • Yosys stat area: 27350 µm²
  • Synth Register Bits: 126
  • Largest logic family: adder cells
  • Xor+xnor area frac: 3.042%
  • EDFF count, synth: 93
  • Cell count after synthesis: 3437
  • Synth Seq Share: 12.63%
  • Synth Flop Type: edfxtp_1
  • Fa+ha+maj area frac: 28.46%
  • Fraction of registers with async set or reset after synthesis: 0%
  • Simple-Gate Area Share: 16.36%
  • Post-Syn Area: 27350 µm²
  • MUX area fraction: 7.209%

Detailed routing
  • Wirelength per Cell: 30.11 µm
  • Number of vias per cell: 6.071
  • Via count: 28220
  • Routed WL: 140000 µm
  • Routed Antenna Nets: 0
  • Starting DRT DRC Count: 3155
  • Drt pass-1 iters: 7
  • Drc violations: 0

Global route
  • Largest net degree at the start of global routing: 59
  • Total congestion overflow: 0
  • Total Routing Usage GR: 31.21%
  • First-pass GRT wire length: 201500 µm
  • Initial antenna violation count: 12
  • Number of global-route vias before repair: 28110

Final timing
  • Post-route minimum period: 7.892 ns
  • Fin crit share: 48.12%
  • Final Max Tran Viols: 0
  • Total Neg Setup Slack: 0 ns
  • Final hold violation count: 0
  • RSZ-0062 raised after global routing: false
  • Hold WS: 0.4718 ns
  • Post-route clock skew: 0.01590 ns
  • Setup violators final: 0
  • Worst slew pin tran: 1.166 ns
  • Achievable Freq: 126.7 MHz
  • Max-slew headroom: 20.24%

Floorplan
  • Placeable core region: 90150 µm²
  • I/O pins: 140
  • Die width: 304.0 µm
  • Die outline area: 92390 µm²
  • Die H: 304.0 µm
  • Rows: 110
  • Floorplan utilization: 30.34%

Cells and area
  • Layout area overhead: 12.85%
  • Final Cell Area: 30870 µm²
  • Top Layout Cells: nor2_1 (408), inv_1 (382), nand2_1 (361)
  • Most frequent logic cell in the layout: nor2_1
  • Util after Layout: 34.24%
  • Share of post-route cells with drive strength above 1: 8.439%
  • # fillers: 9425
  • Fin cells: 4649

Place
  • Dpl cells: 4616
  • Final Wtd Congestion: 1.075
  • DP Area: 30250 µm²
  • Port Buffers: 139
  • Hpwl dp: 103700 µm

Clock network
  • CTS buffer count: 17
  • H-Tree Depth: 4
  • Clk sinks: 126
  • CTS resizes: 0
  • Post-CTS Setup Bufs: 0
  • CTS root buf: clkbuf_16
  • Hold Buf Count CTS: 0
  • CTS tree: yes
  • Clock transition at path regs: 0.07 ns
  • Insertion Delay late pin: 0.47 ns
  • Longest Clk Path Bufs: 2

Job
  • Tool warning count: 59
  • Number of max-cap violations: 0

Hold path
  • Hold Crit Class: register to register

Run status
  • Status: finished, final reports clean
[worst min-delay path, delay by kind of cell, from the launching register on]
family / cells / cell delay (ns)
compound gates: 1 / 0.06
flops: 1 / 0.31
simple gates: 1 / 0.05
[cell usage after synthesis, drive strengths merged (9+ instances only)]
library cell,n,share of area (%)
a2111oi,19,0.63
a211o,14,0.45
a211oi,63,1.8
a21o,37,1.0
a21oi,229,4.2
a221o,16,0.59
a221oi,24,0.84
a222oi,16,0.59
a22o,21,0.67
a22oi,38,1.1
a2bb2oi,9,0.38
a31oi,31,0.73
and2,14,0.32
and3,26,0.59
buf,75,1.3
clkbuf,195,2.7
clkinv,12,0.16
dfxtp,33,2.4
edfxtp,93,10
fa,257,19
ha,211,9.7
inv,388,5.3
mux2,14,0.59
mux2i,59,2.2
mux4,54,4.4
nand2,362,5.0
nand2b,13,0.30
nand3,46,0.84
nand4,18,0.41
nor2,411,5.6
nor3,62,1.2
nor4,34,0.85
o2111ai,12,0.38
o211ai,29,0.80
o21a,13,0.38
o21ai,177,3.3
o21bai,12,0.33
o221ai,29,0.93
o22ai,34,0.78
o2bb2ai,19,0.65
o31ai,14,0.38
or3,13,0.30
xnor2,70,2.2
xor2,25,0.80
[metal layers]
layer | up-vias | share of wire (%) | global-route usage [%]
met5 | - | 0.17 | 1.292
met4 | 16 | 6.8 | 16.03
met3 | 476 | 15 | 15.67
met2 | 1858 | 41 | 43.20
met1 | 13770 | 37 | 40.29
li1 | 12100 | - | -
[sequential cells by signal, indices dropped and copies added (netlist names)]
signal / cells
ir: 18
popflag: 1
pf: 1
dread: 1
daddress: 10
state: 3
sf: 2
dwrite: 1
irqf: 1
rn: 32
sp: 10
rt: 32
pc: 9
slot: 2
cf: 1
ff: 1
iread: 1
[cell type report]
type	instances	area, µm²	area share (%)
Antenna cell	1	2.502	0.008107
Multi-Input combinational cell	2641	21430	69.42
Inverter	400	1501	4.864
Clock buffer	25	570.5	1.848
Tap cell	1176	1471	4.767
Timing Repair Buffer	273	2397	7.767
Clock inverter	7	41.29	0.1338
Sequential cell	126	3455	11.19
[final timing paths]
path | from | to | slack, ns | cells after the start
worst max-delay path | rt[6] | rt[0] | 8.51 | 22
worst min-delay path | sf[0] | sf[0] | 0.47 | 2
worst max register to register | rt[6] | rt[0] | 8.51 | 22
worst min register to register | sf[0] | sf[0] | 0.47 | 2
[per-stage QoR]
| stage | worst slack, ns |
|---|---|
| final | 8.508 |
| after global placement | 8.692 |
| after global routing | 8.080 |
| after floorplan | 9.162 |
| after detailed placement | 8.623 |
| after CTS | 8.535 |
[logic make-up after synthesis]
kind of cell    Yosys count
mux                     127
buf+inv                 670
flops                   126
simple gates           1036
xor+xnor                 95
fa+ha+maj               468
compound gates          915
